--- ./config.mk ---
export PLATFORM = sky130hd
export DESIGN_NAME = Mult_Combinational
export DESIGN_NICKNAME = Mult_Combinational
export VERILOG_FILES = /design/flow/design.v
export SDC_FILE = /design/flow/constraint.sdc
export NUM_CORES = 4
export LEC_CHECK = 1
export CORE_AREA = 10 10 70 70
export DIE_AREA = 0 0 80 80
--- ./constraint.sdc ---
current_design Mult_Combinational

set clk_period 3.2
set clk_io_pct 0.2

create_clock -name clk0 -period $clk_period

set non_clock_inputs [all_inputs -no_clocks]
set_input_delay [expr $clk_period * $clk_io_pct] -clock clk0 $non_clock_inputs
set_output_delay [expr $clk_period * $clk_io_pct] -clock clk0 [all_outputs]
--- ./design.v ---
module NOT(A, Y);
input A;
output Y;
assign Y = ~A;
endmodule
module AND(A, B, Y);
input A, B;
output Y;
assign Y = (A & B);
endmodule
module OR(A, B, Y);
input A, B;
output Y;
assign Y = (A | B);
endmodule
module DFF_PP0 (D, C, R, Q);
input D, C, R;
output reg Q;
always @(posedge C or posedge R) begin
	if (R == 1)
		Q <= 0;
	else
		Q <= D;
end
endmodule
module Mult_Combinational(
    input [3:0] ABus, BBus,
    input [3:0] Areg, Breg, Preg,
    input [5:1] ps,
    input _192_, start,
    output _193_, _024_, 
    output [3:0] _000_, _001_, _002_,
    output ready,
    output [7:0] resultBus
);
  wire _003_;
  wire _004_;
  wire _005_;
  wire _006_;
  wire _007_;
  wire _008_;
  wire _009_;
  wire _010_;
  wire _011_;
  wire _012_;
  wire _013_;
  wire _014_;
  wire _015_;
  wire _016_;
  wire _017_;
  wire _018_;
  wire _019_;
  wire _020_;
  wire _021_;
  wire _022_;
  wire _023_;
  wire _025_;
  wire _026_;
  wire _027_;
  wire _028_;
  wire _029_;
  wire _030_;
  wire _031_;
  wire _032_;
  wire _033_;
  wire _034_;
  wire _035_;
  wire _036_;
  wire _037_;
  wire _038_;
  wire _039_;
  wire _040_;
  wire _041_;
  wire _042_;
  wire _043_;
  wire _044_;
  wire _045_;
  wire _046_;
  wire _047_;
  wire _048_;
  wire _049_;
  wire _050_;
  wire _051_;
  wire _052_;
  wire _053_;
  wire _054_;
  wire _055_;
  wire _056_;
  wire _057_;
  wire _058_;
  wire _059_;
  wire _060_;
  wire _061_;
  wire _062_;
  wire _063_;
  wire _064_;
  wire _065_;
  wire _066_;
  wire _067_;
  wire _068_;
  wire _069_;
  wire _070_;
  wire _071_;
  wire _072_;
  wire _073_;
  wire _074_;
  wire _075_;
  wire _076_;
  wire _077_;
  wire _078_;
  wire _079_;
  wire _080_;
  wire _081_;
  wire _082_;
  wire _083_;
  wire _084_;
  wire _085_;
  wire _086_;
  wire _087_;
  wire _088_;
  wire _089_;
  wire _090_;
  wire _091_;
  wire _092_;
  wire _093_;
  wire _094_;
  wire _095_;
  wire _096_;
  wire _097_;
  wire _098_;
  wire _099_;
  wire _100_;
  wire _101_;
  wire _102_;
  wire _103_;
  wire _104_;
  wire _105_;
  wire _106_;
  wire _107_;
  wire _108_;
  wire _109_;
  wire _110_;
  wire _111_;
  wire _112_;
  wire _113_;
  wire _114_;
  wire _115_;
  wire _116_;
  wire _117_;
  wire _118_;
  wire _119_;
  wire _120_;
  wire _121_;
  wire _122_;
  wire _123_;
  wire _124_;
  wire _125_;
  wire _126_;
  wire _127_;
  wire _128_;
  wire _129_;
  wire _130_;
  wire _131_;
  wire _132_;
  wire _133_;
  wire _134_;
  wire _135_;
  wire _136_;
  wire _137_;
  wire _138_;
  wire _139_;
  wire _140_;
  wire _141_;
  wire _142_;
  wire _143_;
  wire _144_;
  wire _145_;
  wire _146_;
  wire _147_;
  wire _148_;
  wire _149_;
  wire _150_;
  wire _151_;
  wire _152_;
  wire _153_;
  wire _154_;
  wire _155_;
  wire _156_;
  wire _157_;
  wire _158_;
  wire _159_;
  wire _160_;
  wire _161_;
  wire _162_;
  wire _163_;
  wire _164_;
  wire _165_;
  wire _166_;
  wire _167_;
  wire _168_;
  wire _169_;
  wire _170_;
  wire _171_;
  wire _172_;
  wire _173_;
  wire _174_;
  wire _175_;
  wire _176_;
  wire _177_;
  wire _178_;
  wire _179_;
  wire _180_;
  wire _181_;
  wire _182_;
  wire _183_;
  wire _184_;
  wire _185_;
  wire _186_;
  wire _187_;
  wire _188_;
  wire _189_;
  wire _190_;
  wire _191_;
  wire A0;
  wire initP;
  wire loadA;
  wire loadB;
  wire ps_0;
  assign A0 = Areg[0];
  assign initP = ps[3];
  assign loadA = ps[3];
  assign loadB = ps[3];
  assign resultBus = { Preg, Areg };
  assign _109_ = start;
  assign _129_ = Preg[0];
  assign _165_ = ps[4];
  assign _182_ = ps[5];
  assign _062_ = ps[1];
  assign _071_ = ps[2];
  assign _095_ = Breg[1];
  assign _101_ = Areg[0];
  assign _103_ = Preg[1];
  assign _104_ = Breg[0];
  assign _105_ = ps[3];
  assign _107_ = Preg[2];
  assign _108_ = Breg[2];
  assign _113_ = Breg[3];
  assign _114_ = Preg[3];
  assign _134_ = BBus[0];
  assign _138_ = BBus[1];
  assign _142_ = BBus[2];
  assign _146_ = BBus[3];
  assign _150_ = Areg[1];
  assign _153_ = ABus[0];
  assign _157_ = Areg[2];
  assign _160_ = ABus[1];
  assign _164_ = Areg[3];
  assign _167_ = ABus[2];
  assign _173_ = ABus[3];
  assign _179_ = _192_;
  NOT _194_ (
    .A(_165_),
    .Y(_110_)
  );
  OR _195_ (
    .A(_179_),
    .B(_109_),
    .Y(_112_)
  );
  AND _196_ (
    .A(_112_),
    .B(_110_),
    .Y(_051_)
  );
  NOT _197_ (
    .A(_179_),
    .Y(_102_)
  );
  NOT _198_ (
    .A(_182_),
    .Y(_115_)
  );
  NOT _199_ (
    .A(_062_),
    .Y(_116_)
  );
  AND _200_ (
    .A(_116_),
    .B(_115_),
    .Y(_117_)
  );
  NOT _201_ (
    .A(_071_),
    .Y(_118_)
  );
  AND _202_ (
    .A(_118_),
    .B(_110_),
    .Y(_119_)
  );
  AND _203_ (
    .A(_119_),
    .B(_117_),
    .Y(_120_)
  );
  OR _204_ (
    .A(_062_),
    .B(_182_),
    .Y(_122_)
  );
  OR _205_ (
    .A(_071_),
    .B(_165_),
    .Y(_123_)
  );
  OR _206_ (
    .A(_123_),
    .B(_122_),
    .Y(_124_)
  );
  AND _207_ (
    .A(_124_),
    .B(_101_),
    .Y(_125_)
  );
  AND _208_ (
    .A(_125_),
    .B(_104_),
    .Y(_126_)
  );
  AND _209_ (
    .A(_126_),
    .B(_129_),
    .Y(_127_)
  );
  NOT _210_ (
    .A(_127_),
    .Y(_128_)
  );
  NOT _211_ (
    .A(_103_),
    .Y(_130_)
  );
  NOT _212_ (
    .A(_095_),
    .Y(_131_)
  );
  NOT _213_ (
    .A(_101_),
    .Y(_133_)
  );
  OR _214_ (
    .A(_120_),
    .B(_133_),
    .Y(_135_)
  );
  OR _215_ (
    .A(_135_),
    .B(_131_),
    .Y(_137_)
  );
  AND _216_ (
    .A(_137_),
    .B(_130_),
    .Y(_139_)
  );
  AND _217_ (
    .A(_125_),
    .B(_095_),
    .Y(_141_)
  );
  AND _218_ (
    .A(_141_),
    .B(_103_),
    .Y(_143_)
  );
  OR _219_ (
    .A(_143_),
    .B(_139_),
    .Y(_145_)
  );
  OR _220_ (
    .A(_145_),
    .B(_128_),
    .Y(_147_)
  );
  OR _221_ (
    .A(_141_),
    .B(_103_),
    .Y(_149_)
  );
  OR _222_ (
    .A(_137_),
    .B(_130_),
    .Y(_151_)
  );
  AND _223_ (
    .A(_151_),
    .B(_149_),
    .Y(_152_)
  );
  OR _224_ (
    .A(_152_),
    .B(_127_),
    .Y(_154_)
  );
  AND _225_ (
    .A(_154_),
    .B(_147_),
    .Y(_156_)
  );
  OR _226_ (
    .A(_156_),
    .B(_120_),
    .Y(_158_)
  );
  NOT _227_ (
    .A(_105_),
    .Y(_159_)
  );
  OR _228_ (
    .A(_124_),
    .B(_129_),
    .Y(_161_)
  );
  AND _229_ (
    .A(_161_),
    .B(_159_),
    .Y(_163_)
  );
  AND _230_ (
    .A(_163_),
    .B(_158_),
    .Y(_106_)
  );
  AND _231_ (
    .A(_152_),
    .B(_127_),
    .Y(_166_)
  );
  OR _232_ (
    .A(_166_),
    .B(_143_),
    .Y(_168_)
  );
  AND _233_ (
    .A(_125_),
    .B(_108_),
    .Y(_170_)
  );
  AND _234_ (
    .A(_170_),
    .B(_107_),
    .Y(_171_)
  );
  NOT _235_ (
    .A(_171_),
    .Y(_172_)
  );
  OR _236_ (
    .A(_170_),
    .B(_107_),
    .Y(_174_)
  );
  AND _237_ (
    .A(_174_),
    .B(_172_),
    .Y(_176_)
  );
  OR _238_ (
    .A(_176_),
    .B(_168_),
    .Y(_178_)
  );
  AND _239_ (
    .A(_147_),
    .B(_151_),
    .Y(_180_)
  );
  NOT _240_ (
    .A(_176_),
    .Y(_181_)
  );
  OR _241_ (
    .A(_181_),
    .B(_180_),
    .Y(_183_)
  );
  AND _242_ (
    .A(_183_),
    .B(_178_),
    .Y(_184_)
  );
  OR _243_ (
    .A(_184_),
    .B(_120_),
    .Y(_185_)
  );
  OR _244_ (
    .A(_124_),
    .B(_103_),
    .Y(_186_)
  );
  AND _245_ (
    .A(_186_),
    .B(_159_),
    .Y(_187_)
  );
  AND _246_ (
    .A(_187_),
    .B(_185_),
    .Y(_111_)
  );
  AND _247_ (
    .A(_183_),
    .B(_172_),
    .Y(_188_)
  );
  AND _248_ (
    .A(_125_),
    .B(_113_),
    .Y(_189_)
  );
  OR _249_ (
    .A(_189_),
    .B(_114_),
    .Y(_190_)
  );
  AND _250_ (
    .A(_189_),
    .B(_114_),
    .Y(_191_)
  );
  NOT _251_ (
    .A(_191_),
    .Y(_052_)
  );
  AND _252_ (
    .A(_052_),
    .B(_190_),
    .Y(_053_)
  );
  NOT _253_ (
    .A(_053_),
    .Y(_054_)
  );
  OR _254_ (
    .A(_054_),
    .B(_188_),
    .Y(_055_)
  );
  AND _255_ (
    .A(_176_),
    .B(_168_),
    .Y(_056_)
  );
  OR _256_ (
    .A(_056_),
    .B(_171_),
    .Y(_057_)
  );
  OR _257_ (
    .A(_053_),
    .B(_057_),
    .Y(_058_)
  );
  AND _258_ (
    .A(_058_),
    .B(_055_),
    .Y(_059_)
  );
  OR _259_ (
    .A(_059_),
    .B(_120_),
    .Y(_060_)
  );
  OR _260_ (
    .A(_124_),
    .B(_107_),
    .Y(_061_)
  );
  AND _261_ (
    .A(_061_),
    .B(_159_),
    .Y(_063_)
  );
  AND _262_ (
    .A(_063_),
    .B(_060_),
    .Y(_121_)
  );
  AND _263_ (
    .A(_053_),
    .B(_057_),
    .Y(_064_)
  );
  OR _264_ (
    .A(_191_),
    .B(_120_),
    .Y(_065_)
  );
  OR _265_ (
    .A(_065_),
    .B(_064_),
    .Y(_066_)
  );
  OR _266_ (
    .A(_124_),
    .B(_114_),
    .Y(_067_)
  );
  AND _267_ (
    .A(_067_),
    .B(_159_),
    .Y(_068_)
  );
  AND _268_ (
    .A(_068_),
    .B(_066_),
    .Y(_132_)
  );
  OR _269_ (
    .A(_105_),
    .B(_104_),
    .Y(_069_)
  );
  OR _270_ (
    .A(_134_),
    .B(_159_),
    .Y(_070_)
  );
  AND _271_ (
    .A(_070_),
    .B(_069_),
    .Y(_136_)
  );
  OR _272_ (
    .A(_105_),
    .B(_095_),
    .Y(_072_)
  );
  OR _273_ (
    .A(_138_),
    .B(_159_),
    .Y(_073_)
  );
  AND _274_ (
    .A(_073_),
    .B(_072_),
    .Y(_140_)
  );
  OR _275_ (
    .A(_108_),
    .B(_105_),
    .Y(_074_)
  );
  OR _276_ (
    .A(_142_),
    .B(_159_),
    .Y(_075_)
  );
  AND _277_ (
    .A(_075_),
    .B(_074_),
    .Y(_144_)
  );
  OR _278_ (
    .A(_113_),
    .B(_105_),
    .Y(_076_)
  );
  OR _279_ (
    .A(_146_),
    .B(_159_),
    .Y(_077_)
  );
  AND _280_ (
    .A(_077_),
    .B(_076_),
    .Y(_148_)
  );
  AND _281_ (
    .A(_120_),
    .B(_101_),
    .Y(_078_)
  );
  AND _282_ (
    .A(_124_),
    .B(_150_),
    .Y(_079_)
  );
  OR _283_ (
    .A(_079_),
    .B(_078_),
    .Y(_080_)
  );
  AND _284_ (
    .A(_080_),
    .B(_159_),
    .Y(_081_)
  );
  AND _285_ (
    .A(_153_),
    .B(_105_),
    .Y(_082_)
  );
  OR _286_ (
    .A(_082_),
    .B(_081_),
    .Y(_155_)
  );
  AND _287_ (
    .A(_120_),
    .B(_150_),
    .Y(_083_)
  );
  AND _288_ (
    .A(_124_),
    .B(_157_),
    .Y(_084_)
  );
  OR _289_ (
    .A(_084_),
    .B(_083_),
    .Y(_085_)
  );
  AND _290_ (
    .A(_085_),
    .B(_159_),
    .Y(_086_)
  );
  AND _291_ (
    .A(_160_),
    .B(_105_),
    .Y(_087_)
  );
  OR _292_ (
    .A(_087_),
    .B(_086_),
    .Y(_162_)
  );
  AND _293_ (
    .A(_120_),
    .B(_157_),
    .Y(_088_)
  );
  AND _294_ (
    .A(_124_),
    .B(_164_),
    .Y(_089_)
  );
  OR _295_ (
    .A(_089_),
    .B(_088_),
    .Y(_090_)
  );
  AND _296_ (
    .A(_090_),
    .B(_159_),
    .Y(_091_)
  );
  AND _297_ (
    .A(_167_),
    .B(_105_),
    .Y(_092_)
  );
  OR _298_ (
    .A(_092_),
    .B(_091_),
    .Y(_169_)
  );
  OR _299_ (
    .A(_173_),
    .B(_159_),
    .Y(_093_)
  );
  OR _300_ (
    .A(_126_),
    .B(_129_),
    .Y(_094_)
  );
  AND _301_ (
    .A(_128_),
    .B(_124_),
    .Y(_096_)
  );
  AND _302_ (
    .A(_096_),
    .B(_094_),
    .Y(_097_)
  );
  AND _303_ (
    .A(_120_),
    .B(_164_),
    .Y(_098_)
  );
  OR _304_ (
    .A(_098_),
    .B(_105_),
    .Y(_099_)
  );
  OR _305_ (
    .A(_099_),
    .B(_097_),
    .Y(_100_)
  );
  AND _306_ (
    .A(_100_),
    .B(_093_),
    .Y(_175_)
  );
  AND _307_ (
    .A(_102_),
    .B(_109_),
    .Y(_177_)
  );
  assign _193_ = _051_;
  assign ready = ps_0;
  assign ps_0 = _102_;
  assign _002_[0] = _106_;
  assign _002_[1] = _111_;
  assign _002_[2] = _121_;
  assign _002_[3] = _132_;
  assign _001_[0] = _136_;
  assign _001_[1] = _140_;
  assign _001_[2] = _144_;
  assign _001_[3] = _148_;
  assign _000_[0] = _155_;
  assign _000_[1] = _162_;
  assign _000_[2] = _169_;
  assign _000_[3] = _175_;
  assign _024_ = _177_;
endmodule
--- ./run.sh ---
#!/bin/bash
# OpenROAD 26Q1-2900-gdf79404cd8, Yosys 0.63+post, stock flow scripts
make -C /OpenROAD-flow-scripts/flow DESIGN_CONFIG=/design/flow/config.mk WORK_HOME=/design/flow/orfs finish
==> impl_metrics.env <==
# source this file to load flow results
export IMPL_initCoreUtil=0.149
export IMPL_setup_tns_ns=-0.00142
export IMPL_synth_seq_share=0
export IMPL_synthSimpleGateAreaFrac=0.254
export IMPL_grt_pass1_wl_um=3040
export IMPL_layout_drive_gt1_share=0.351
export IMPL_drt_pre_antenna_iters=2
export IMPL_switching_share=0.304
export IMPL_hold_depth=7
export IMPL_ant_nets=0
export IMPL_die_h_um=80
export IMPL_adder_share=0.128
export IMPL_drt_iter0_markers=4
export IMPL_irDropWorstVdd_mv=0.0505
export IMPL_syn_to_final_growth_pct=104
export IMPL_n_clock_buffer=0
export IMPL_finalHoldViolations=0
export IMPL_seq_power_share=0
export IMPL_wl_um=1940
export IMPL_chip_area_sq_um=6400
export IMPL_worst_pin_slew_ns=0.445
export IMPL_power_clock_fraction=0
export IMPL_path_max_fanout=5
export IMPL_port_buffers=50
export IMPL_hp_class="primary input to output pin"
export IMPL_die_w_um=80
export IMPL_timing_final_crit_share=1.00
export IMPL_rsz0062_at_grt="true"
export IMPL_worstPathArrival_ns=2.56
export IMPL_vias=564
export IMPL_status="finished with violations"
export IMPL_vias_per_cell=3.59
export IMPL_seq_area_sq_um=0
export IMPL_antenna_found_initial=0
export IMPL_min_to="_002_[2]"
export IMPL_gp_congestion=0.762
export IMPL_fin_area_sq_um=1040
export IMPL_grt_total_usage=0.0575
export IMPL_rows=21
export IMPL_p_int_uw=89.4
export IMPL_yosys_warnings=0
export IMPL_ys_sh_aoi=0.0911
export IMPL_muxShareOfSynthArea=0.148
export IMPL_end_kind="output pin"
export IMPL_yosysUniqueCellTypes=23
export IMPL_required_ns=2.56
export IMPL_power_density_nw_per_um2=124
export IMPL_ys_cells=69
export IMPL_grt_max_degree=11
export IMPL_grt_pass1_vias=623
export IMPL_cp_start_kind="primary input"
export IMPL_n_sequential_cell=0
export IMPL_postLayoutCoreUtil=0.304
export IMPL_hpwlAfterDp_um=1760
export IMPL_violations="negative setup slack"
export IMPL_warning_count=34
export IMPL_hold_path_startpoint="ps[5]"
export IMPL_p_leak_nw=0.439
export IMPL_slew_viol_final=0
export IMPL_setup_violations=1
export IMPL_combPwrFrac=1.000
export IMPL_slew_headroom=0.703
export IMPL_syn_area_per_cell_sq_um=7.36
export IMPL_logic_family="buffers and inverters"
export IMPL_core_area_sq_um=3420
export IMPL_xor_share=0.0172
export IMPL_wire_per_inst_um=12.4
export IMPL_yosys_area_sq_um=508
export IMPL_antenna_cells=0
export IMPL_fmax_mhz=312
export IMPL_drv_cap=0
export IMPL_dpl_cell_area_sq_um=1000
export IMPL_globalRoute_totalOverflow=0
export IMPL_ios=50
export IMPL_setup_ws_ns=-0.00142
export IMPL_switching_power_uw=39.1
export IMPL_criticalPathCategory="primary input to output pin"
export IMPL_min_period_ns=3.20
export IMPL_drc=0
export IMPL_synth_cells=69
export IMPL_syn_area_sq_um=508
-- stage by stage --
step	hold WS, ns	setup slack [ns]	instances	power (mW)
floorplan	1.29	0.0518	69	0.0524
finish	1.87	-0.00142	157	0.128
global placement	2.14	-0.768	156	0.124
global route	1.92	-0.0675	157	0.142
CTS	1.88	-0.0476	156	0.126
detailed placement	2.14	-0.771	156	0.126
-- per-layer routing --
layer  global-route usage  wire length [um]
met1               0.0700               763
met2               0.0995               956
met3               0.0216               222
met4                    0                 0
met5                    0                 0
-- worst max-delay path, cell delays in order --
cell and delay (ns):
buf_6 0.09, or4_4 0.58, nand4_1 0.12, fa_2 0.20, inv_2 0.04, fa_2 0.35, ha_4 0.27, nand2_2 0.05
a21oi_2 0.11, buf_2 0.11
-- power groups by stage --
stage / registers (mW) / clock network, mW / logic, mW
after CTS: 0 / 0 / 0.126
after global routing: 0 / 0 / 0.142
final: 0 / 0 / 0.128
-- cell families after synthesis --
group           after synthesis
compound gates                7
xor+xnor                      1
fa+ha+maj                     4
buf+inv                      27
mux                           7
simple gates                 23
-- repair_timing --
| action | 4_1_cts | 5_1_grt |
|---|---|---|
| resized | 34 | 5 |
| endpoints found under the setup margin | 5 | 3 |
| pin swaps | 8 | 8 |
| setup buffers | 0 | 1 |
| hold buffers | 0 | 0 |
-- cells in the mapped netlist, drive strengths merged --
master,number,area share
nor2,5,0.037
xor2,1,0.017
and3,2,0.030
o21ai,3,0.030
or4,1,0.022
a211oi,1,0.025
a221oi,1,0.017
buf,22,0.33
nor2b,1,0.012
clkbuf,1,0.0074
nand4,1,0.012
mux2i,3,0.059
inv,4,0.030
ha,2,0.049
mux2,4,0.089
nand2,8,0.059
a21oi,2,0.020
nor3,3,0.030
nand3,1,0.0098
fa,2,0.079
nor4,1,0.042
-- cells in the final DEF, fill, tap and decap left out, types with 2 or more instances in the layout --
| cell | count |
|---|---|
| buf_6 | 3 |
| inv_1 | 3 |
| clkdlybuf4s50_1 | 41 |
| buf_2 | 3 |
| nor3_1 | 2 |
| a21oi_2 | 2 |
| buf_4 | 15 |
| and3_2 | 2 |
| mux2i_1 | 3 |
| nor2_1 | 5 |
| o21ai_0 | 3 |
| fa_2 | 2 |
| mux2_2 | 4 |
| nand2_1 | 7 |
-- worst max path at each step --
stage              end  start  depth (start not counted)  slack, ns
global route  _002_[2]  ps[1]                         10      -0.07
CTS           _002_[2]  ps[5]                         10      -0.05
finish        _002_[2]  ps[1]                         10     -0.001
-- area by class of cell --
class | count | area, sq um
multi-input cells | 42 | 362
well taps | 46 | 57.6
fillers | 370 | 2380
repair buffers | 65 | 603
inverters | 4 | 15.0
Power and IR drop assume default switching activity.
