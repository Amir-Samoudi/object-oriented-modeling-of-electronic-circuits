==> design/flow/config.mk <==
export PLATFORM = sky130hd
export DESIGN_NAME = Mult_Combinational_Sorted
export DESIGN_NICKNAME = Mult_Combinational_Sorted
export VERILOG_FILES = /design/flow/design.v
export SDC_FILE = /design/flow/constraint.sdc
export NUM_CORES = 4
export LEC_CHECK = 1
export CORE_AREA = 10 10 70 70
export DIE_AREA = 0 0 80 80
==> design/flow/constraint.sdc <==
current_design Mult_Combinational_Sorted

set clk_period 4.0
set clk_io_pct 0.2

create_clock -name clk0 -period $clk_period

set non_clock_inputs [all_inputs -no_clocks]
set_input_delay [expr $clk_period * $clk_io_pct] -clock clk0 $non_clock_inputs
set_output_delay [expr $clk_period * $clk_io_pct] -clock clk0 [all_outputs]
==> design/flow/design.v <==
module NOT(A, Y);
input A;
output Y;
assign Y = ~A;
endmodule
module AND(A, B, Y);
input A, B;
output Y;
assign Y = (A & B);
endmodule
module OR(A, B, Y);
input A, B;
output Y;
assign Y = (A | B);
endmodule
module DFF_PP0 (D, C, R, Q);
input D, C, R;
output reg Q;
always @(posedge C or posedge R) begin
	if (R == 1)
		Q <= 0;
	else
		Q <= D;
end
endmodule
module Mult_Combinational_Sorted(
    input [3:0] ABus, BBus,
    input [3:0] Areg, Breg, Preg,
    input [5:1] ps,
    input _192_, start,
    output _193_, _024_, 
    output [3:0] _000_, _001_, _002_,
    output ready,
    output [7:0] resultBus
);
  wire _003_;
  wire _004_;
  wire _005_;
  wire _006_;
  wire _007_;
  wire _008_;
  wire _009_;
  wire _010_;
  wire _011_;
  wire _012_;
  wire _013_;
  wire _014_;
  wire _015_;
  wire _016_;
  wire _017_;
  wire _018_;
  wire _019_;
  wire _020_;
  wire _021_;
  wire _022_;
  wire _023_;
  wire _025_;
  wire _026_;
  wire _027_;
  wire _028_;
  wire _029_;
  wire _030_;
  wire _031_;
  wire _032_;
  wire _033_;
  wire _034_;
  wire _035_;
  wire _036_;
  wire _037_;
  wire _038_;
  wire _039_;
  wire _040_;
  wire _041_;
  wire _042_;
  wire _043_;
  wire _044_;
  wire _045_;
  wire _046_;
  wire _047_;
  wire _048_;
  wire _049_;
  wire _050_;
  wire _051_;
  wire _052_;
  wire _053_;
  wire _054_;
  wire _055_;
  wire _056_;
  wire _057_;
  wire _058_;
  wire _059_;
  wire _060_;
  wire _061_;
  wire _062_;
  wire _063_;
  wire _064_;
  wire _065_;
  wire _066_;
  wire _067_;
  wire _068_;
  wire _069_;
  wire _070_;
  wire _071_;
  wire _072_;
  wire _073_;
  wire _074_;
  wire _075_;
  wire _076_;
  wire _077_;
  wire _078_;
  wire _079_;
  wire _080_;
  wire _081_;
  wire _082_;
  wire _083_;
  wire _084_;
  wire _085_;
  wire _086_;
  wire _087_;
  wire _088_;
  wire _089_;
  wire _090_;
  wire _091_;
  wire _092_;
  wire _093_;
  wire _094_;
  wire _095_;
  wire _096_;
  wire _097_;
  wire _098_;
  wire _099_;
  wire _100_;
  wire _101_;
  wire _102_;
  wire _103_;
  wire _104_;
  wire _105_;
  wire _106_;
  wire _107_;
  wire _108_;
  wire _109_;
  wire _110_;
  wire _111_;
  wire _112_;
  wire _113_;
  wire _114_;
  wire _115_;
  wire _116_;
  wire _117_;
  wire _118_;
  wire _119_;
  wire _120_;
  wire _121_;
  wire _122_;
  wire _123_;
  wire _124_;
  wire _125_;
  wire _126_;
  wire _127_;
  wire _128_;
  wire _129_;
  wire _130_;
  wire _131_;
  wire _132_;
  wire _133_;
  wire _134_;
  wire _135_;
  wire _136_;
  wire _137_;
  wire _138_;
  wire _139_;
  wire _140_;
  wire _141_;
  wire _142_;
  wire _143_;
  wire _144_;
  wire _145_;
  wire _146_;
  wire _147_;
  wire _148_;
  wire _149_;
  wire _150_;
  wire _151_;
  wire _152_;
  wire _153_;
  wire _154_;
  wire _155_;
  wire _156_;
  wire _157_;
  wire _158_;
  wire _159_;
  wire _160_;
  wire _161_;
  wire _162_;
  wire _163_;
  wire _164_;
  wire _165_;
  wire _166_;
  wire _167_;
  wire _168_;
  wire _169_;
  wire _170_;
  wire _171_;
  wire _172_;
  wire _173_;
  wire _174_;
  wire _175_;
  wire _176_;
  wire _177_;
  wire _178_;
  wire _179_;
  wire _180_;
  wire _181_;
  wire _182_;
  wire _183_;
  wire _184_;
  wire _185_;
  wire _186_;
  wire _187_;
  wire _188_;
  wire _189_;
  wire _190_;
  wire _191_;
  wire A0;
  wire initP;
  wire loadA;
  wire loadB;
  wire ps_0;
  assign A0 = Areg[0];
  assign initP = ps[3];
  assign loadA = ps[3];
  assign loadB = ps[3];
  assign resultBus = { Preg, Areg };
  assign _109_ = start;
  assign _129_ = Preg[0];
  assign _165_ = ps[4];
  assign _182_ = ps[5];
  assign _062_ = ps[1];
  assign _071_ = ps[2];
  assign _095_ = Breg[1];
  assign _101_ = Areg[0];
  assign _103_ = Preg[1];
  assign _104_ = Breg[0];
  assign _105_ = ps[3];
  assign _107_ = Preg[2];
  assign _108_ = Breg[2];
  assign _113_ = Breg[3];
  assign _114_ = Preg[3];
  assign _134_ = BBus[0];
  assign _138_ = BBus[1];
  assign _142_ = BBus[2];
  assign _146_ = BBus[3];
  assign _150_ = Areg[1];
  assign _153_ = ABus[0];
  assign _157_ = Areg[2];
  assign _160_ = ABus[1];
  assign _164_ = Areg[3];
  assign _167_ = ABus[2];
  assign _173_ = ABus[3];
  assign _179_ = _192_;
NOT _194_(_165_, _110_);
OR _195_(_179_, _109_, _112_);
AND _196_(_112_, _110_, _051_);
NOT _197_(_179_, _102_);
NOT _198_(_182_, _115_);
NOT _199_(_062_, _116_);
AND _200_(_116_, _115_, _117_);
NOT _201_(_071_, _118_);
AND _202_(_118_, _110_, _119_);
AND _203_(_119_, _117_, _120_);
OR _204_(_062_, _182_, _122_);
OR _205_(_071_, _165_, _123_);
OR _206_(_123_, _122_, _124_);
AND _207_(_124_, _101_, _125_);
AND _208_(_125_, _104_, _126_);
AND _209_(_126_, _129_, _127_);
NOT _210_(_127_, _128_);
NOT _211_(_103_, _130_);
NOT _212_(_095_, _131_);
NOT _213_(_101_, _133_);
OR _214_(_120_, _133_, _135_);
OR _215_(_135_, _131_, _137_);
AND _216_(_137_, _130_, _139_);
AND _217_(_125_, _095_, _141_);
AND _218_(_141_, _103_, _143_);
OR _219_(_143_, _139_, _145_);
OR _220_(_145_, _128_, _147_);
OR _221_(_141_, _103_, _149_);
OR _222_(_137_, _130_, _151_);
AND _223_(_151_, _149_, _152_);
OR _224_(_152_, _127_, _154_);
AND _225_(_154_, _147_, _156_);
OR _226_(_156_, _120_, _158_);
NOT _227_(_105_, _159_);
OR _228_(_124_, _129_, _161_);
AND _229_(_161_, _159_, _163_);
AND _230_(_163_, _158_, _106_);
AND _231_(_152_, _127_, _166_);
OR _232_(_166_, _143_, _168_);
AND _233_(_125_, _108_, _170_);
AND _234_(_170_, _107_, _171_);
NOT _235_(_171_, _172_);
OR _236_(_170_, _107_, _174_);
AND _237_(_174_, _172_, _176_);
OR _238_(_176_, _168_, _178_);
AND _239_(_147_, _151_, _180_);
NOT _240_(_176_, _181_);
OR _241_(_181_, _180_, _183_);
AND _242_(_183_, _178_, _184_);
OR _243_(_184_, _120_, _185_);
OR _244_(_124_, _103_, _186_);
AND _245_(_186_, _159_, _187_);
AND _246_(_187_, _185_, _111_);
AND _247_(_183_, _172_, _188_);
AND _248_(_125_, _113_, _189_);
OR _249_(_189_, _114_, _190_);
AND _250_(_189_, _114_, _191_);
NOT _251_(_191_, _052_);
AND _252_(_052_, _190_, _053_);
NOT _253_(_053_, _054_);
OR _254_(_054_, _188_, _055_);
AND _255_(_176_, _168_, _056_);
OR _256_(_056_, _171_, _057_);
OR _257_(_053_, _057_, _058_);
AND _258_(_058_, _055_, _059_);
OR _259_(_059_, _120_, _060_);
OR _260_(_124_, _107_, _061_);
AND _261_(_061_, _159_, _063_);
AND _262_(_063_, _060_, _121_);
AND _263_(_053_, _057_, _064_);
OR _264_(_191_, _120_, _065_);
OR _265_(_065_, _064_, _066_);
OR _266_(_124_, _114_, _067_);
AND _267_(_067_, _159_, _068_);
AND _268_(_068_, _066_, _132_);
OR _269_(_105_, _104_, _069_);
OR _270_(_134_, _159_, _070_);
AND _271_(_070_, _069_, _136_);
OR _272_(_105_, _095_, _072_);
OR _273_(_138_, _159_, _073_);
AND _274_(_073_, _072_, _140_);
OR _275_(_108_, _105_, _074_);
OR _276_(_142_, _159_, _075_);
AND _277_(_075_, _074_, _144_);
OR _278_(_113_, _105_, _076_);
OR _279_(_146_, _159_, _077_);
AND _280_(_077_, _076_, _148_);
AND _281_(_120_, _101_, _078_);
AND _282_(_124_, _150_, _079_);
OR _283_(_079_, _078_, _080_);
AND _284_(_080_, _159_, _081_);
AND _285_(_153_, _105_, _082_);
OR _286_(_082_, _081_, _155_);
AND _287_(_120_, _150_, _083_);
AND _288_(_124_, _157_, _084_);
OR _289_(_084_, _083_, _085_);
AND _290_(_085_, _159_, _086_);
AND _291_(_160_, _105_, _087_);
OR _292_(_087_, _086_, _162_);
AND _293_(_120_, _157_, _088_);
AND _294_(_124_, _164_, _089_);
OR _295_(_089_, _088_, _090_);
AND _296_(_090_, _159_, _091_);
AND _297_(_167_, _105_, _092_);
OR _298_(_092_, _091_, _169_);
OR _299_(_173_, _159_, _093_);
OR _300_(_126_, _129_, _094_);
AND _301_(_128_, _124_, _096_);
AND _302_(_096_, _094_, _097_);
AND _303_(_120_, _164_, _098_);
OR _304_(_098_, _105_, _099_);
OR _305_(_099_, _097_, _100_);
AND _306_(_100_, _093_, _175_);
AND _307_(_102_, _109_, _177_);
assign _193_ = _051_;
assign ready = ps_0;
assign ps_0 = _102_;
assign _002_[0] = _106_;
assign _002_[1] = _111_;
assign _002_[2] = _121_;
assign _002_[3] = _132_;
assign _001_[0] = _136_;
assign _001_[1] = _140_;
assign _001_[2] = _144_;
assign _001_[3] = _148_;
assign _000_[0] = _155_;
assign _000_[1] = _162_;
assign _000_[2] = _169_;
assign _000_[3] = _175_;
assign _024_ = _177_;
endmodule
==> design/flow/run.sh <==
#!/bin/bash
# OpenROAD 26Q1-2900-gdf79404cd8, Yosys 0.63+post, stock flow scripts
make -C /OpenROAD-flow-scripts/flow DESIGN_CONFIG=/design/flow/config.mk WORK_HOME=/design/flow/orfs finish
==> reports/metrics.yaml <==
ys_warn_count: 0
top_area_cell: "buf_4"
drv_slew: 0
power_density_mw_per_mm2: 97.0
antenna_found_initial: 0
grt_pass1_wl_mm: 2.86
drt-total-wl_mm: 1.82
crit_fanout: 5
endpoint_kind: "primary output"
fin_ws_ns: 0.116
portBuffers: 50
period_needed_ns: 3.88
rows: 21
yosys_cells: 69
tns_ns: 0
crit_type: "in -> out"
topCellsByArea: "buf_4, mux2_2, fa_1, mux2i_1, nand2_1"
drive_above_1_share_pct: 19.4
antenna_cells: 0
place_area_sq_um: 950
syn_area_sq_um: 508
start_kind: "primary input"
min_period_over_period_pct: 97.1
crit_required_ns: 3.20
syn_inst: 69
p_leak_nw: 0.385
ff_count: 0
grtUsageTotal_pct: 5.42
vias_per_cell: 3.67
grt_pass1_vias: 571
num-clock-buffers: 0
yosys-stat-area_sq_um: 508
wire_per_inst_um: 12.2
die_area_sq_mm: 0.00640
status: "complete, no violations"
overflow: 0
max_freq_ghz: 0.257
yosys.area.top_type_share_pct: 29.6
dp_hpwl_mm: 1.67
grt_setup_unrepaired: "true"
postSynthAreaPerCell_sq_um: 7.36
postLayoutCoreUtil_pct: 27.7
worst_pin_slew_ns: 0.645
io_pins: 50
drc: 0
drt-initial-drc-count: 0
totalPowerFinal_uw: 91.8
fp_util_pct: 14.9
min_path_type: "in -> out"
die_w_um: 80
grt_max_degree: 18
yosysUniqueCellTypes: 23
routabilityCongestion: 0.728
peakVddDrop_mv: 0.0351
cp_data_arrival_time_ns: 3.08
drtPass1Iterations: 1
ctsHoldBuffers: 0
area_growth_pct: 86.5
place_ws_ns: -0.325
setup_violations: 0
relSlewSlack_pct: 56.9
postSynthSeqShare_pct: 0
core-area_sq_mm: 0.00342
cap_violations: 0
die_h_um: 80
antenna_left: 0
design_area_sq_um: 947
warnings: 33
vias: 547
seqCellArea_sq_um: 0
finalHoldViolCount: 0
-- cells in the mapped netlist, drive strengths merged, types with 2 or more instances --
master,number
and3,2
mux2,4
ha,2
nor2,5
a21oi,2
mux2i,3
inv,4
nor3,3
nand2,8
buf,22
fa,2
o21ai,3
-- metal layers --
| layer | GRT usage (%) | vias up | wire length (um) |
|---|---|---|---|
| li1 | - | 281 | - |
| met1 | 6.46 | 241 | 696 |
| met2 | 9.31 | 25 | 881 |
| met3 | 2.39 | 0 | 239 |
| met4 | 0 | 0 | 0 |
| met5 | 0 | - | 0 |
-- cell usage in the layout (no fill, tap or decap), drive strengths merged --
cell / n
nand2: 8
inv: 4
o21ai: 3
buf: 8
or4: 1
nor3: 3
fa: 2
and3: 2
ha: 2
xor2: 1
dlygate4sd2: 1
clkdlybuf4s50: 47
nand3: 1
a221oi: 1
a21oi: 2
a211oi: 1
nor4: 1
nor2: 5
nor2b: 1
mux2: 4
clkbuf: 1
mux2i: 3
nand4: 1
-- path summary, 6_finish.rpt --
check                    from  endpoint  cells past startpoint  slack (ns)
worst max-delay path    ps[4]  _002_[2]                     10        0.12
worst min-delay path  Preg[3]  _002_[3]                      4        2.32
-- layout make-up --
type	count	area, sq um
fill	361	2470
timing repair buffer	57	542
multi-input combinational	42	333
tap	46	57.6
inverter	4	15.0
-- what timing repair did --
item                                    CTS  global route
endpoints found under the setup margin    3             2
pin swaps                                 2             2
resized                                   6             3
setup buffers                             0             0
-- logic make-up after synthesis --
logic type / after synthesis / share of synthesized area, %
buffers and inverters: 27 / 36.2
AND/OR/NAND/NOR: 23 / 25.4
AND-OR/OR-AND: 7 / 9.11
multiplexers: 7 / 14.8
adder cells (fa/ha/maj): 4 / 12.8
XOR/XNOR: 1 / 1.72
-- stage by stage --
step,hold WS [ns],instances
2_1_floorplan,1.61,69
3_3_place_gp,2.46,149
3_5_place_dp,2.46,149
4_1_cts,2.34,149
5_1_grt,2.36,149
6_report,2.32,149
-- report_power, final --
part	switching (mW)	internal, mW
Sequential	0	0
Clock	0	0
Combinational	0.0273	0.0645
-- worst max-delay path, stage by stage --
cell and delay, ns:
clkdlybuf4s50_1 0.42, or4_4 0.59, nand4_1 0.11, fa_1 0.17
inv_1 0.05, fa_1 0.36, ha_1 0.28, nand2_1 0.05
a21oi_2 0.12, buf_2 0.12
